### flow/design.v
`timescale 1ns / 1ps
module Register_File_SC(
input clock,
input reset,
input [63:0] Write_Data,
input [4:0] rs1,
input [4:0] rs2,
input [4:0] rd,
input RegWrite,
output [63:0] Read_Data_1,
output [63:0] Read_Data_2,
output [63:0] RegFile0,
output [63:0] RegFile1,
output [63:0] RegFile2,
output [63:0] RegFile3,
output [63:0] RegFile4,
output [63:0] RegFile5
    );
reg [63:0] REG_MEMORY[32:0];
integer i;
initial
begin
    for(i = 0; i < 32; i = i + 1)
    begin
        REG_MEMORY[i] = 0;
    end
end
always @(posedge clock)  
begin
    if (RegWrite == 1)
    begin
        REG_MEMORY[rd] = Write_Data;        
    end
end
assign RegFile0 = REG_MEMORY[0];
assign RegFile1 = REG_MEMORY[1];
assign RegFile2 = REG_MEMORY[2];
assign RegFile3 = REG_MEMORY[3];
assign RegFile4 = REG_MEMORY[4];
assign RegFile5 = REG_MEMORY[5];
assign Read_Data_1 = REG_MEMORY[rs1];
assign Read_Data_2 = REG_MEMORY[rs2];
endmodule
### flow/config.mk
export PLATFORM = sky130hd
export DESIGN_NAME = Register_File_SC
export DESIGN_NICKNAME = Register_File_SC
export VERILOG_FILES = /design/flow/design.v
export SDC_FILE = /design/flow/constraint.sdc
export NUM_CORES = 4
export LEC_CHECK = 1
export CORE_UTILIZATION = 50
### flow/constraint.sdc
current_design Register_File_SC

set clk_period 11.1
set clk_io_pct 0.2

create_clock -name clk0 -period $clk_period [get_ports {clock}]

set non_clock_inputs [all_inputs -no_clocks]
set_input_delay [expr $clk_period * $clk_io_pct] -clock clk0 $non_clock_inputs
set_output_delay [expr $clk_period * $clk_io_pct] -clock clk0 [all_outputs]
### flow/run.sh
#!/bin/bash
# OpenROAD 26Q1-2900-gdf79404cd8, Yosys 0.63+post, stock flow scripts
make -C /OpenROAD-flow-scripts/flow DESIGN_CONFIG=/design/flow/config.mk WORK_HOME=/design/flow/orfs finish
==> flow_summary.rst <==
Run summary
-----------

.. list-table::
   :header-rows: 1

   * - Metric
     - Value
   * - RSZ-0062 raised after global routing
     - no
   * - Max-capacitance violation count
     - 0
   * - Worst setup slack after layout
     - 2.65 ns
   * - Synth area leader
     - edfxtp_1
   * - Most instantiated logic cells after routing
     - edfxtp_1, mux4_2, clkdlybuf4s50_1
   * - TritonCTS buffer count
     - 215
   * - Gates resized, CTS repair
     - 0
   * - Overall die height
     - 436 um
   * - Final total power
     - 17.5 mW
   * - Hold wc startpoint
     - Write_Data[40]
   * - Cell Rows
     - 158
   * - Post-route DRC
     - 0
   * - Maximum vdd ir drop
     - 0.000154 V
   * - Critical path launch point
     - rs1[4]
   * - Hold slack final
     - 2.19 ns
   * - Proportion of layout cells with a drive suffix above 1
     - 0.330
   * - Most used DFF post-synth
     - edfxtp_1
   * - Pre-CTS worst setup slack
     - 2.72 ns
   * - Number of sinks handled by clock tree synthesis
     - 2048
   * - Unique cell types
     - 39
   * - Ports placed on the boundary
     - 594
   * - Average instance area after synthesis
     - 21.8 um2
   * - Yosys warning tally
     - 1
   * - Fraction of the yosys area taken by sequential cells
     - 0.653
   * - Cell at the root of the clock tree
     - clkbuf_16
   * - Share of the synthesized area in the top cell type
     - 0.653
   * - Largest delay contributor family on the critical path
     - buffers and inverters
   * - First-iteration detailed-routing DRC count
     - 2972
   * - End of the worst hold path
     - REG_MEMORY[0][40]
   * - Clock tree from TritonCTS
     - done
   * - Largest register FFs
     - 2048
   * - Leakage power figure
     - 35.6 nW
   * - Tool warnings
     - 27
   * - Area of the die
     - 190000 um2
   * - Setup bufs post-CTS
     - 0
   * - Cell types with the largest area share after synthesis
     - edfxtp_1, mux4_2, mux2i_1
   * - Fin Setup TNS
     - 0 ns
   * - First-pass GRT wire length
     - 423000 um
   * - Data arrival, critical path
     - 6.23 ns
   * - Half-perimeter wire length of the detailed placement result
     - 179000 um
   * - Highest clock rate
     - 0.118 GHz
   * - Synth Instances
     - 4309
   * - # fillers
     - 13183
   * - Core area
     - 186000 um2
   * - Number of cells in the yosys synthesis report
     - 4309
   * - Final worst path period need
     - 8.45 ns
   * - Number of I/O port buffers
     - 592
   * - Detailed-route vias per instance
     - 6.71
   * - Max-slew violation count
     - 0
   * - Kind of start point of the critical path
     - input pin
   * - Final tally of setup violations
     - 0
   * - Count of library flops with an enable pin
     - 2048
   * - CTS HTree Levels
     - 4
   * - Horiz. Die Dim
     - 436 um
   * - Rel. slew slack
     - 0.353
   * - Area growth from synthesis to layout
     - 17.8%
   * - Largest net degree at the start of global routing
     - 86
   * - Hold violation total from the final report
     - 0
   * - Area of the mapped netlist
     - 94100 um2
   * - Maximum fanout encountered on the critical timing path
     - 20
   * - Crit-path most repeated cell
     - buf_4
   * - Outcome
     - completed
   * - Delay of the slowest cell on the worst path
     - 0.82 ns
   * - Tot GR Track Use
     - 0.356
   * - Buffer and inverter count on the worst path
     - 5
   * - Number of global-route vias before repair
     - 58313
   * - Most common cell after layout, fill and taps aside
     - edfxtp_1
   * - Vias after detailed routing
     - 51603
   * - Chain of cells forming the critical path
     - buf_4, buf_4, buf_4, or2_2, buf_4, o22ai_1, a221oi_1, clkdlybuf4s50_1
   * - Critical Path End Type
     - primary output
   * - Wire length after detailed routing
     - 294000 um
   * - Critical path type
     - in2out
   * - Ratio of total power to cell area
     - 158 nW/um2
   * - Transition time at the pin with the least slew margin
     - 0.970 ns
   * - CTS clk-pin slew, worst paths
     - 0.06 ns
   * - Slowest cell on the critical path
     - a221oi_1
   * - Yosys reg bits
     - 2048
   * - Drt pass-1 iters
     - 5
   * - Post-layout period usage
     - 0.761
   * - Hold buffers post-CTS
     - 0
   * - Final ANT Viol Nets
     - 0
   * - WL/cell
     - 38.2 um
   * - Fp_density
     - 0.505
   * - Buffers from clock root to sink, at most
     - 3
   * - Routability congestion estimate
     - 0.901
   * - Yosys chip area
     - 94100 um2
   * - Required @ worst endpoint
     - 8.88 ns
   * - Async S/R FF share, synth
     - 0
   * - Number of antenna violations at the first check in global routing
     - 4
   * - GRT overflow
     - 0
   * - Hold Crit Class
     - in2reg
   * - Depth of the worst hold-timing path
     - 2
==> area by class of cell <==
| type | count | area, um2 | area share |
|---|---|---|---|
| Antenna cell | 3 | 7.51 | 0.0000677 |
| Clock buffer | 261 | 5770 | 0.0520 |
| Clock inverter | 136 | 1360 | 0.0123 |
| Inverter | 1 | 16.3 | 0.000147 |
| Multi-Input combinational cell | 1915 | 31100 | 0.280 |
| Sequential cell | 2048 | 61500 | 0.554 |
| Tap cell | 2480 | 3100 | 0.0280 |
| Timing Repair Buffer | 848 | 8070 | 0.0728 |
==> through the flow <==
stage | utilization | instances | instance area (um2)
2_1_floorplan | - | 4309 | 94100
3_3_place_gp | 0.557 | 7292 | 104000
3_5_place_dp | 0.557 | 7292 | 104000
4_1_cts | 0.596 | 7689 | 111000
5_1_grt | 0.596 | 7689 | 111000
6_report | 0.596 | 7692 | 111000
==> synthesized netlist by cell type (all sizes together), types with 5 or more instances <==
cell,n
mux4,1040
a22oi,19
nand2,85
edfxtp,2048
o22ai,38
buf,254
a211oi,6
o21a,23
clkbuf,91
mux2,56
and2,5
a22o,33
nor2b,19
mux2i,361
nand3b,5
a32o,37
a221oi,92
nor2,46
==> report_power, final <==
part | leakage [nW] | internal [mW] | total, mW | switching, mW
clock network | 3.48 | 4.33 | 7.32 | 2.99
logic | 13.7 | 0.715 | 1.53 | 0.816
registers | 18.4 | 8.61 | 8.65 | 0.0424
total | 35.6 | 13.7 | 17.5 | 3.85
==> worst max-delay path by stage <==
stage                 cells after the start  slack [ns]               to
after CTS                                 8        2.70  Read_Data_1[61]
after global routing                      8        2.68  Read_Data_1[61]
final                                     8        2.65  Read_Data_1[61]
==> logic make-up (layout without fill, tap and decap cells) <==
group / after synthesis / after routing / share of synthesized area
AND-OR/OR-AND: 276 / 276 / 0.0243
buffers and inverters: 346 / 1246 / 0.0197
AND/OR/NAND/NOR: 182 / 182 / 0.00872
other: 0 / 3 / 0
flip-flops: 2048 / 2048 / 0.653
multiplexers: 1457 / 1457 / 0.294
==> metal layers <==
layer  vias up  global-route usage  routed length (um)
met1     26810               0.468               90500
met5         -             0.00907                 111
met2      3596               0.521              145000
met4         6               0.106               11600
met3       533               0.237               47000
li1      20658                   -                   -
Power figures rest on the tool's default switching activity, not on a simulated workload.
