<file path="design/flow/run.sh">
#!/bin/bash
# OpenROAD 26Q1-2900-gdf79404cd8, Yosys 0.63+post, stock flow scripts
make -C /OpenROAD-flow-scripts/flow DESIGN_CONFIG=/design/flow/config.mk WORK_HOME=/design/flow/orfs finish
</file>
<file path="design/flow/config.mk">
export PLATFORM = sky130hd
export DESIGN_NAME = Data_Memory
export DESIGN_NICKNAME = Data_Memory
export VERILOG_FILES = /design/flow/design.v
export SDC_FILE = /design/flow/constraint.sdc
export NUM_CORES = 4
export LEC_CHECK = 1
export CORE_UTILIZATION = 50
</file>
<file path="design/flow/design.v">
`timescale 1ns / 1ps
module Data_Memory(
input [63:0] Memory_Address,  
input[63:0] Write_Data,  
input clock,  
input MemWrite,  
input MemRead,  
output reg [63:0] Read_Data,  
output [63:0] DataMem0,
output [63:0] DataMem1,
output [63:0] DataMem2,
output [63:0] DataMem3,
output [63:0] DataMem4,
output [63:0] DataMem5,
output [63:0] Stack0,
output [63:0] Stack1,
output [63:0] Stack2,
output [63:0] Stack3,
output [63:0] Stack4,
output [63:0] Stack5);
parameter i = 200;
reg [7:0] DATA [i:0];  
integer counter;  
initial 
begin
for (counter = 0; counter < i; counter = counter + 1)
begin
    DATA[counter] = 0;    
end
end
always @(*)
begin
    if (MemRead == 1)
    begin
        Read_Data[7:0] = DATA[Memory_Address];
        Read_Data[15:8] = DATA[Memory_Address + 1];
        Read_Data[23:16] = DATA[Memory_Address + 2];
        Read_Data[31:24] = DATA[Memory_Address + 3];
        Read_Data[39:32] = DATA[Memory_Address + 4];
        Read_Data[47:40] = DATA[Memory_Address + 5];
        Read_Data[55:48] = DATA[Memory_Address + 6];
        Read_Data[63:56] = DATA[Memory_Address + 7];
    end
end
always @(posedge clock)
begin  
    if (MemWrite == 1)
    begin
        DATA[Memory_Address + 0] = Write_Data[7:0];
        DATA[Memory_Address + 1] = Write_Data[15:8];
        DATA[Memory_Address + 2] = Write_Data[23:16];
        DATA[Memory_Address + 3] = Write_Data[31:24];
        DATA[Memory_Address + 4] = Write_Data[39:32];
        DATA[Memory_Address + 5] = Write_Data[47:40];
        DATA[Memory_Address + 6] = Write_Data[55:48];
        DATA[Memory_Address + 7] = Write_Data[63:56];
    end
end
assign DataMem0[7:0] = DATA[0];
assign DataMem0[15:8] = DATA[0 + 1];
assign DataMem0[23:16] = DATA[0 + 2];
assign DataMem0[31:24] = DATA[0 + 3];
assign DataMem0[39:32] = DATA[0 + 4];
assign DataMem0[47:40] = DATA[0 + 5];
assign DataMem0[55:48] = DATA[0 + 6];
assign DataMem0[63:56] = DATA[0 + 7];
assign DataMem1[7:0] = DATA[8];
assign DataMem1[15:8] = DATA[8 + 1];
assign DataMem1[23:16] = DATA[8 + 2];
assign DataMem1[31:24] = DATA[8 + 3];
assign DataMem1[39:32] = DATA[8 + 4];
assign DataMem1[47:40] = DATA[8 + 5];
assign DataMem1[55:48] = DATA[8 + 6];
assign DataMem1[63:56] = DATA[8 + 7];
assign DataMem2[7:0] = DATA[16];
assign DataMem2[15:8] = DATA[16 + 1];
assign DataMem2[23:16] = DATA[16 + 2];
assign DataMem2[31:24] = DATA[16 + 3];
assign DataMem2[39:32] = DATA[16 + 4];
assign DataMem2[47:40] = DATA[16 + 5];
assign DataMem2[55:48] = DATA[16 + 6];
assign DataMem2[63:56] = DATA[16 + 7];
assign DataMem3[7:0] = DATA[24];
assign DataMem3[15:8] = DATA[24 + 1];
assign DataMem3[23:16] = DATA[24 + 2];
assign DataMem3[31:24] = DATA[24 + 3];
assign DataMem3[39:32] = DATA[24 + 4];
assign DataMem3[47:40] = DATA[24 + 5];
assign DataMem3[55:48] = DATA[24 + 6];
assign DataMem3[63:56] = DATA[24 + 7];
assign DataMem4[7:0] = DATA[32];
assign DataMem4[15:8] = DATA[32 + 1];
assign DataMem4[23:16] = DATA[32 + 2];
assign DataMem4[31:24] = DATA[32 + 3];
assign DataMem4[39:32] = DATA[32 + 4];
assign DataMem4[47:40] = DATA[32 + 5];
assign DataMem4[55:48] = DATA[32 + 6];
assign DataMem4[63:56] = DATA[32 + 7];
assign DataMem5[7:0] = DATA[40];
assign DataMem5[15:8] = DATA[40 + 1];
assign DataMem5[23:16] = DATA[40 + 2];
assign DataMem5[31:24] = DATA[40 + 3];
assign DataMem5[39:32] = DATA[40 + 4];
assign DataMem5[47:40] = DATA[40 + 5];
assign DataMem5[55:48] = DATA[40 + 6];
assign DataMem5[63:56] = DATA[40 + 7];
assign Stack0[7:0] = DATA[i - 8];
assign Stack0[15:8] = DATA[i - 8 + 1];
assign Stack0[23:16] = DATA[i - 8 + 2];
assign Stack0[31:24] = DATA[i - 8 + 3];
assign Stack0[39:32] = DATA[i - 8 + 4];
assign Stack0[47:40] = DATA[i - 8 + 5];
assign Stack0[55:48] = DATA[i - 8 + 6];
assign Stack0[63:56] = DATA[i - 8 + 7];
assign Stack1[7:0] = DATA[i - 16];
assign Stack1[15:8] = DATA[i - 16 + 1];
assign Stack1[23:16] = DATA[i - 16 + 2];
assign Stack1[31:24] = DATA[i - 16 + 3];
assign Stack1[39:32] = DATA[i - 16 + 4];
assign Stack1[47:40] = DATA[i - 16 + 5];
assign Stack1[55:48] = DATA[i - 16 + 6];
assign Stack1[63:56] = DATA[i - 16 + 7];
assign Stack2[7:0] = DATA[i - 24];
assign Stack2[15:8] = DATA[i - 24 + 1];
assign Stack2[23:16] = DATA[i - 24 + 2];
assign Stack2[31:24] = DATA[i - 24 + 3];
assign Stack2[39:32] = DATA[i - 24 + 4];
assign Stack2[47:40] = DATA[i - 24 + 5];
assign Stack2[55:48] = DATA[i - 24 + 6];
assign Stack2[63:56] = DATA[i - 24 + 7];
assign Stack3[7:0] = DATA[i - 32];
assign Stack3[15:8] = DATA[i - 32 + 1];
assign Stack3[23:16] = DATA[i - 32 + 2];
assign Stack3[31:24] = DATA[i - 32 + 3];
assign Stack3[39:32] = DATA[i - 32 + 4];
assign Stack3[47:40] = DATA[i - 32 + 5];
assign Stack3[55:48] = DATA[i - 32 + 6];
assign Stack3[63:56] = DATA[i - 32 + 7];
assign Stack4[7:0] = DATA[i - 40];
assign Stack4[15:8] = DATA[i - 40 + 1];
assign Stack4[23:16] = DATA[i - 40 + 2];
assign Stack4[31:24] = DATA[i - 40 + 3];
assign Stack4[39:32] = DATA[i - 40 + 4];
assign Stack4[47:40] = DATA[i - 40 + 5];
assign Stack4[55:48] = DATA[i - 40 + 6];
assign Stack4[63:56] = DATA[i - 40 + 7];
assign Stack5[7:0] = DATA[i - 48];
assign Stack5[15:8] = DATA[i - 48 + 1];
assign Stack5[23:16] = DATA[i - 48 + 2];
assign Stack5[31:24] = DATA[i - 48 + 3];
assign Stack5[39:32] = DATA[i - 48 + 4];
assign Stack5[47:40] = DATA[i - 48 + 5];
assign Stack5[55:48] = DATA[i - 48 + 6];
assign Stack5[63:56] = DATA[i - 48 + 7];
endmodule
</file>
<file path="design/flow/constraint.sdc">
current_design Data_Memory

set clk_period 35.4
set clk_io_pct 0.2

create_clock -name clk0 -period $clk_period [get_ports {clock}]

set non_clock_inputs [all_inputs -no_clocks]
set_input_delay [expr $clk_period * $clk_io_pct] -clock clk0 $non_clock_inputs
set_output_delay [expr $clk_period * $clk_io_pct] -clock clk0 [all_outputs]
</file>
==> flow_metrics.py <==
# Flow results
metrics = {
    "status": {
        "status": "did not finish",
        "stop_stage": "5_1_grt",
        "run.stop_error": "[ERROR GRT-0116] Global routing finished with congestion. Check the congestion regions in the DRC Viewer.",
    },
    "clock_network": {
        "numCtsBuffers": 284,
        "htreeDepth": 5,
        "cts_root_buf": "clkbuf_16",
        "cts_max_path_buffers": 4,
        "post-cts-setup-buffers": 0,
        "cts_resized": 0,
        "cts_hold_buf": 0,
    },
    "logic_synthesis": {
        "numSynthFlops": 2112,
        "top_cells_by_area": "edfxtp_1, mux4_2, mux2i_1, nand2_1, nor2_1",
        "syn_inst": 36200,
        "synthArstFlopShare_pct": 0,
        "ys_cells": 36200,
        "synth-edff-count": 2048,
        "dominantRegCellSynth": "edfxtp_1",
        "yosysTopAreaCell": "edfxtp_1",
        "yosys.cell_types.count": 116,
        "yosysWarningCount": 1,
        "top_area_share_pct": 20.2,
        "syn_area_mm2": 0.304,
        "avgSynthCellArea_um2": 8.39,
        "yosys_area_mm2": 0.304,
    },
    "place": {
        "placed_area_mm2": 0.332,
        "gp_congestion": 1.60,
        "place_inst": 43500,
        "hpwl_mm": 2340,
        "portBuffers": 906,
    },
    "grt": {
        "grt_use_total_pct": 113,
        "grt_pass1_wl_mm": 4430,
        "grt_pass1_vias": 443000,
        "grt_max_degree": 116,
        "overflow": 70300,
    },
    "sta": {
        "unclocked_pins": 64,
        "untimed_endpoints": 128,
    },
    "floorplan": {
        "initial_core_util_pct": 50.1,
        "die_w_um": 782,
        "rows": 286,
        "die_h_um": 782,
        "io-pin-count": 963,
    },
}
metal layers:
metal / GRT overflow / track usage, %
met1: 17600 / 112
met2: 30200 / 120
met3: 12100 / 109
met4: 9086 / 106
met5: 1319 / 103
Yosys cell counts, types with 225 or more instances:
master	instances
nand2_1	3898
nor2_1	3734
clkbuf_1	3566
mux4_2	2720
a21oi_1	2406
o21ai_0	2220
edfxtp_1	2048
mux2i_1	1851
a211oi_1	1786
nand3_1	1754
nor3_1	1243
o22ai_1	898
o211ai_1	766
buf_2	752
o221ai_1	671
a22oi_1	661
a31oi_1	571
a221oi_1	433
nand4_1	362
mux2_2	349
a221o_1	293
a211o_1	263
buf_1	225
metrics by stage:
stage                     setup WS [ns]  power (mW)
after floorplan                   23.45        4.71
after global placement            21.08        7.50
after detailed placement          21.23        7.51
after CTS                         22.31        10.5
cells by family after synthesis:
family / count (synthesis) / share of synthesized area, %
DFF: 2048 / 20.2
muxes: 4920 / 27.5
and+or+nand+nor: 11900 / 17.3
xor gates and xnor gates: 43 / 0.168
latches: 64 / 0.316
AOI/OAI and AO/OA: 12600 / 28.2
adders and majority gates: 15 / 0.0617
buffers and inverters: 4635 / 6.09
Power figures rest on the tool's default switching activity, not on a simulated workload.
