--- design.v ---
`timescale 1ns / 1ps
module Register_File(
input clock,
input reset,
input [63:0] Write_Data,
input [4:0] rs1,
input [4:0] rs2,
input [4:0] rd,
input RegWrite,
output [63:0] Read_Data_1,
output [63:0] Read_Data_2,
output [63:0] RegFile0,
output [63:0] RegFile1,
output [63:0] RegFile2,
output [63:0] RegFile3,
output [63:0] RegFile4,
output [63:0] RegFile5
    );
reg [63:0] REG_MEMORY[32:0];
integer i;
initial
begin
    for(i = 0; i < 32; i = i + 1)
    begin
        REG_MEMORY[i] = 0;
    end
end
always @(*)  
begin
    if (RegWrite == 1)
    begin
        REG_MEMORY[rd] = Write_Data;        
    end
end
assign RegFile0 = REG_MEMORY[0];
assign RegFile1 = REG_MEMORY[1];
assign RegFile2 = REG_MEMORY[2];
assign RegFile3 = REG_MEMORY[3];
assign RegFile4 = REG_MEMORY[4];
assign RegFile5 = REG_MEMORY[5];
assign #1 Read_Data_1 = REG_MEMORY[rs1];
assign #1 Read_Data_2 = REG_MEMORY[rs2];
endmodule
--- run.sh ---
#!/bin/bash
# OpenROAD 26Q1-2900-gdf79404cd8, Yosys 0.63+post, stock flow scripts
make -C /OpenROAD-flow-scripts/flow DESIGN_CONFIG=/design/flow/config.mk WORK_HOME=/design/flow/orfs finish
--- config.mk ---
export PLATFORM = sky130hd
export DESIGN_NAME = Register_File
export DESIGN_NICKNAME = Register_File
export VERILOG_FILES = /design/flow/design.v
export SDC_FILE = /design/flow/constraint.sdc
export NUM_CORES = 4
export LEC_CHECK = 1
export CORE_UTILIZATION = 30
--- constraint.sdc ---
current_design Register_File

set clk_period 24.7
set clk_io_pct 0.2

create_clock -name clk0 -period $clk_period

set non_clock_inputs [all_inputs -no_clocks]
set_input_delay [expr $clk_period * $clk_io_pct] -clock clk0 $non_clock_inputs
set_output_delay [expr $clk_period * $clk_io_pct] -clock clk0 [all_outputs]
==> metrics.csv <==
stage,metric,value,unit
setup_path,setup.worst_path.start,rs2[2],
sta,count_of_unclocked_register_or_latch_pins,2048,
drt,drc,0,
layout,largest_register_ffs,2048,
clock_network,post_cts_hold_buffer_count,0,
floorplanning,die_height,439,um
sta,slew_viols_final,0,
flow_run,warnings,34,
floorplanning,floorplan.die_area,192000,um^2
synth,post_synth_inst_count,6145,
sta,maxSlewHeadroom,19.5,%
floorplanning,die_width,439,um
sta,period_needed,15770,ps
place,buffer_ports.inserted,592,
sta,pin_slew_with_the_least_headroom_to_its_limit,1210,ps
global_routing,grtUsageTotal,46.6,%
sta,fmaxAchievable,63.4,MHz
sta,final_hold_viol_count,0,
setup_path,worst_path_max_delay_cell,sky130_fd_sc_hd__nor2_4,
pwr,leakage,29.2,nW
layout,area_growth_syn_to_layout,17.5,%
setup_path,crit_arrival,10830,ps
synth,post_synth_num_cell_types,78,
floorplanning,fp-row-count,159,
synth,mappedNetlistArea,57200,um^2
pwr,total_power_divided_by_cell_area,15.3,nW/um^2
synth,ff_type,sky130_fd_sc_hd__dlxtn_1,
setup_path,highest_cell_delay_on_the_worst_timing_path,950,ps
synth,yosys_stat_area,57200,um^2
setup_path,critical_path.max_fanout,33,
min_path,worstHoldStart,rs2[0],
clock_network,number_of_cells_upsized_or_downsized_after_cts,0,
global_routing,first_global_vias,64077,
layout,most_common_library_cell_in_the_layout_ignoring_fill_and_taps,sky130_fd_sc_hd__dlxtn_1,
setup_path,setup.worst_path.class,input pin to output pin,
synth,async_flop_share,0,%
sta,setup_total_negative_slack,0,ps
drt,vias_per_cell,7.31,
global_routing,largest_net_degree_at_the_start_of_global_routing,60,
setup_path,worstPathCellList,buf_4 -> buf_4 -> nand3b_2 -> nor2_4 -> buf_4 -> buf_4 -> a22oi_1 -> nand4_1 -> nor3_1 -> a21oi_1 -> clkdlybuf4s50_1,
sta,timing.hold.ws,11110,ps
layout,lay_top_cells,"sky130_fd_sc_hd__dlxtn_1 (2,048), sky130_fd_sc_hd__a22oi_1 (1,580), sky130_fd_sc_hd__clkdlybuf4s50_1 (582)",
setup_path,crit_path_end_kind,output pin,
min_path,min_path_type,input pin to output pin,
drt,route.detailed.wl_per_inst,49.0,um
pwr,pint,0.477,mW
floorplanning,initCoreUtil,30.3,%
layout,drive_above_1_share,8.09,%
drt,route.antenna.remaining_nets,0,
sta,setup_viol,0,
synth,synth.ff_latch_count,2048,
global_routing,grt_first_pass_wirelength,585000,um
place,place.detailed.hpwl,277000,um
pwr,power_switching,0.552,mW
drt,finalWirelength,450000,um
run_status,outcome,finished clean,
pwr,max-vdd-ir-drop,0.00000975,V
floorplanning,core_area,189000,um^2
synth,yosysWarningCount,2,
synth,synth-edff-count,0,
drt,total_number_of_vias,67146,
sta,min_period_over_period,63.8,%
synth,synth.yosys.num_cells,6145,
clock_network,cts.repair_timing.setup_buffer_count,0,
layout,filler_cell_count,19093,
drt,dr.pass1.iters,10,
sta,grt_setup_unrepaired,false,
setup_path,critical_path.startpoint_type,input pin,
setup_path,critical_path_required,19760,ps
floorplanning,ioPinCount,594,
synth,synthesized_area_per_cell,9.31,um^2
place,place_congestion,1.08,
global_routing,overflow,0,
global_routing,antenna_found_initial,69,
setup_path,timing.critical_path.mode_cell,sky130_fd_sc_hd__buf_4,
drt,drt_iter0_markers,10065,
sta,unconstrained_endpoints,2432,
pwr,swShare,53.7,%
flow_run,drv.max_cap_violation_count,0,
critical path, delay by kind of cell:
| family | cells | cell delay (ps) |
|---|---|---|
| AND-OR/OR-AND | 2 | 810 |
| buffers and inverters | 5 | 3080 |
| AND/OR/NAND/NOR | 4 | 1820 |
Yosys cell counts, drive strengths merged, types with 24 or more instances:
cell type  count  area share, %
dlxtn       2048             54
a22oi       1580             21
nand2        463            3.1
buf          364            3.7
nor2         289            2.2
nand4        194            2.1
a21oi        182            1.6
nor3         125            1.1
clkbuf       107           0.70
mux2i         89            1.6
nand3         83           0.73
a22o          67            1.0
nor4          65           0.71
o21ai         59           0.52
a222oi        45           0.79
a221oi        32           0.50
mux2          30           0.59
a2111oi       24           0.40
a31oi         24           0.26
stage by stage:
stage	cell area (um^2)	instances	utilization [%]	total power [mW]	setup WS (ps)
2_1_floorplan	57200	6145	-	0.504	13340
3_3_place_gp	67000	9121	35.5	0.975	9540
3_5_place_dp	67000	9121	35.5	0.973	9550
4_1_cts	67000	9121	35.5	0.977	9550
5_1_grt	67100	9135	35.6	1.04	9370
6_report	67200	9184	35.6	1.03	8930
metal layers:
layer,global-route usage [%],wire length (um),up-vias,part of all wire (%)
li1,-,-,24581,-
met3,29.9,78000,2750,17
met2,60.8,174000,7761,39
met5,2.53,941,-,0.21
met1,53.0,149000,31990,33
met4,37.8,48100,64,11
layout make-up:
cell class | instances | area (um^2) | area share (%)
flip-flops and latches | 2048 | 30700 | 45.8
multi-input cells | 3617 | 24500 | 36.4
repair buffers | 952 | 8640 | 12.9
well taps | 2495 | 3120 | 4.65
diodes | 63 | 158 | 0.235
inverters | 9 | 33.8 | 0.0503
path summary, 6_finish.rpt:
path,endpoint,depth (start not counted)
max,Read_Data_2[28],11
min,Read_Data_2[63],6
kinds of logic after synthesis:
| logic type | Yosys count | share of synthesized area (%) |
|---|---|---|
| latches | 2048 | 53.7 |
| multiplexers | 125 | 2.38 |
| buffers and inverters | 480 | 4.46 |
| AND-OR/OR-AND | 2146 | 27.8 |
| AND/OR/NAND/NOR | 1346 | 11.6 |
Power figures rest on the tool's default switching activity, not on a simulated workload.
